[design/flow/run.sh]
#!/bin/bash
# OpenROAD 26Q1-2900-gdf79404cd8, Yosys 0.63+post, stock flow scripts
make -C /OpenROAD-flow-scripts/flow DESIGN_CONFIG=/design/flow/config.mk WORK_HOME=/design/flow/orfs finish
[design/flow/design.v]
`timescale 1ns / 1ps
module main(
	output wire [18:0]SRAM_Addr,
	inout wire [7:0]SRAM_D,
	output wire SRAM_OE,
	output wire SRAM_WE,
	output wire SRAM_CS,
	output wire VGA_VSYNC,
	output wire VGA_HSYNC,
	output wire [1:0] VGA_R,
	output wire [1:0] VGA_G,
	output wire [1:0] VGA_B,
	input wire ZX_R,
	input wire ZX_G,
	input wire ZX_B,
	input wire ZX_I,
	input wire ZX_VSYNC,
	input wire ZX_HSYNC,
	input wire ZX_14M
    );
reg [7:0]WR_REG;
reg [7:0]RD_REG;
reg [9:0]VGA_H;
reg [9:0]VGA_V;
reg r,rb;
reg g,gb;
reg b,bb;
wire blank;
reg [8:0]temp_c;
reg [9:0]temp2_c;
reg [9:0]VIDEO_H;
reg [8:0]VIDEO_V;
wire pix_clk;
reg SSI, SSI2;
reg KSI;
assign VGA_R = {r,rb};
assign VGA_G = {g,gb};
assign VGA_B = {b,bb};
assign VGA_HSYNC = ( VGA_H > 8 && VGA_H < 62 ) ? 1'b0 : 1'b1;
assign VGA_VSYNC = ( VGA_V[9:0] == 74 || VGA_V[9:0] == 75 ) ? 1'b0 : 1'b1; 
assign blank = ( VGA_H < 89 || VGA_H > 400 || VGA_V[9:0] < 109 )? 1'b1 : 1'b0;
assign SRAM_WE = ( ~( VIDEO_H[1] && VIDEO_H[0] ));
assign SRAM_OE = ( VIDEO_H[0] );
assign SRAM_CS = 1'b0;
assign SRAM_D = ( VIDEO_H[0] == 1'b1 ) ? WR_REG : 8'bzzzzZZZZ;
assign SRAM_Addr = ( VIDEO_H[0] == 1'b1 ) ? { 1'b0,VIDEO_V[8:0], temp2_c[9:2] } : { 1'b0,VGA_V[9:1], temp_c[8:1] };
assign pix_clk = ZX_14M;
always @(negedge pix_clk) begin
	SSI <= ZX_HSYNC;	 
	SSI2 <= SSI;
	if( {SSI2, SSI, ZX_HSYNC} == 3'b100 ) begin	 
			VGA_H <= 0;
			temp_c <= 0;
			VIDEO_H <= 0;
			temp2_c <= 0;
	end else begin
		if ( VGA_H == 447 ) begin						 
			VGA_H <= 0;
			temp_c <= 0;
		end else begin
			VGA_H <= VGA_H + 1'b1;
			if( VGA_H > 80 ) begin						 
				temp_c <= temp_c + 1'b1;
			end
		end
			VIDEO_H <= VIDEO_H + 1'b1;
			if( VIDEO_H > 64 ) begin
				temp2_c <= temp2_c + 1'b1;
			end
	end
end
always @(negedge VGA_H[8] ) begin
		if ( VGA_V[9:0] == 587 ) begin
			VGA_V[9:0] <= 44;
		end else begin
			VGA_V <= VGA_V + 1'b1;
		end
end
always @(negedge VIDEO_H[9] ) begin
		KSI <= ZX_VSYNC;	 
		if( {KSI, ZX_VSYNC} == 2'b10 ) begin
			VIDEO_V <= 0;
		end else begin
			VIDEO_V <= VIDEO_V + 1'b1;	
		end
end
always @(posedge pix_clk ) begin
	if( VIDEO_H[0] == 1 )begin
		if( VIDEO_H[1] == 0 )begin
			WR_REG[3] <= ZX_R;
			WR_REG[2] <= ZX_G;
			WR_REG[1] <= ZX_B;
			WR_REG[0] <= ZX_I;
		end else begin
			WR_REG[7] <= ZX_R;
			WR_REG[6] <= ZX_G;
			WR_REG[5] <= ZX_B;
			WR_REG[4] <= ZX_I;
		end
	end
end
always @(posedge pix_clk) begin
	if( VGA_H[0] == 0 )begin
		RD_REG <= SRAM_D;
	end
end
always @(negedge pix_clk) begin
	if( blank == 0 ) begin
		if( VGA_H[0] == 0)begin
			r <= RD_REG[3];
			g <= RD_REG[2];
			b <= RD_REG[1];
			rb <= RD_REG[0];
			gb <= RD_REG[0];
			bb <= RD_REG[0];
		end else begin		
			r <= RD_REG[7];
			g <= RD_REG[6];
			b <= RD_REG[5];
			rb <= RD_REG[4];
			gb <= RD_REG[4];
			bb <= RD_REG[4];
		end
	end else begin	 
		r <= 0;
		g <= 0;
		b <= 0;
		rb <= 0;
		gb <= 0;
		bb <= 0;
	end
end
endmodule
[design/flow/constraint.sdc]
current_design main

set clk_period 3.3
set clk_io_pct 0.2

create_clock -name clk0 -period $clk_period [get_ports {ZX_14M}]

set non_clock_inputs [all_inputs -no_clocks]
set_input_delay [expr $clk_period * $clk_io_pct] -clock clk0 $non_clock_inputs
set_output_delay [expr $clk_period * $clk_io_pct] -clock clk0 [all_outputs]
[design/flow/config.mk]
export PLATFORM = sky130hd
export DESIGN_NAME = main
export DESIGN_NICKNAME = main
export VERILOG_FILES = /design/flow/design.v
export SDC_FILE = /design/flow/constraint.sdc
export NUM_CORES = 4
export LEC_CHECK = 1
export CORE_UTILIZATION = 50
==> flow_summary.html <==
<h3>Flow metrics</h3>
<table>
<tr><th>Metric</th><th>Value</th></tr>
<tr><th colspan="2">Power</th></tr>
<tr><td>Portion of total power attributed to the clock network</td><td>0.381</td></tr>
<tr><td>Power Dens Cells</td><td>490.2 nW/µm²</td></tr>
<tr><td>Relative contribution of sequential cells to total power</td><td>0.394</td></tr>
<tr><td>Cell-internal power</td><td>1.666 mW</td></tr>
<tr><td>P_sw</td><td>758.1 µW</td></tr>
<tr><td>Cell leakage power</td><td>2.306 nW</td></tr>
<tr><td>Part of the total power dissipated in combinational logic</td><td>0.225</td></tr>
<tr><td>Switching part of the total power</td><td>0.3127</td></tr>
<tr><td>Worst vdd ir</td><td>0.0004791 V</td></tr>
<tr><th colspan="2">Final timing</th></tr>
<tr><td>Sum of negative setup slack</td><td>-7.346 ns</td></tr>
<tr><td>Pin slew with the least headroom to its limit</td><td>0.7179 ns</td></tr>
<tr><td>Max Transition Viols Final</td><td>0</td></tr>
<tr><td>Slew Limit Headroom</td><td>0.5199</td></tr>
<tr><td>Slack of the critical path</td><td>-0.4137 ns</td></tr>
<tr><td>Number of register pins that no clock reaches</td><td>20</td></tr>
<tr><td>Final Hold Fails</td><td>0</td></tr>
<tr><td>Setup repair after global routing missed its margin</td><td>yes</td></tr>
<tr><td>Final count of negative-setup-slack endpoints</td><td>20</td></tr>
<tr><td>Post-route clock skew</td><td>0.04696 ns</td></tr>
<tr><td>Endpoints left unconstrained</td><td>21</td></tr>
<tr><th colspan="2">Critical path</th></tr>
<tr><td>Cells along the critical path</td><td>buf_12 &gt; buf_6 &gt; mux2_4 &gt; buf_2</td></tr>
<tr><td>Max stage delay cell, worst path</td><td>sky130_fd_sc_hd__dfxtp_4</td></tr>
<tr><td>Max incr delay on CP</td><td>0.37 ns</td></tr>
<tr><td>Worst Path Buf+Inv</td><td>3</td></tr>
<tr><td>Startpoint kind of the worst setup timing path</td><td>flip-flop</td></tr>
<tr><td>Setup slack of the most critical reg-to-reg path</td><td>0.29 ns</td></tr>
<tr><td>Setup Crit Path Kind</td><td>flip-flop to output pin</td></tr>
<tr><td>Max Fanout on Critical Path</td><td>7</td></tr>
<tr><td>WP data arrival</td><td>3.05 ns</td></tr>
<tr><td>WP data required</td><td>2.64 ns</td></tr>
<tr><td>Gate family responsible for the most delay along the worst path</td><td>flip-flops</td></tr>
<tr><td>Type of destination of the critical path</td><td>output pin</td></tr>
<tr><th colspan="2">Drt</th></tr>
<tr><td>Antenna Nets Post-Route</td><td>0</td></tr>
<tr><td>Average detailed-routed wire length per instance</td><td>13.09 µm</td></tr>
<tr><td>Total number of vias</td><td>3023</td></tr>
<tr><td>Drt first-iter violations</td><td>156</td></tr>
<tr><td>Vias/cell</td><td>5.098</td></tr>
<tr><td>Total length of routed wires</td><td>7761 µm</td></tr>
<tr><td>Final routed DRC violation total</td><td>0</td></tr>
<tr><td>ANT cells</td><td>0</td></tr>
<tr><td>Number of optimization iterations in the first detailed-route pass</td><td>4</td></tr>
<tr><th colspan="2">GRT</th></tr>
<tr><td>Global-route wire length before repair</td><td>12610 µm</td></tr>
<tr><td>Remaining global-route overflow</td><td>0</td></tr>
<tr><td>Number of antenna violations at the first check in global routing</td><td>0</td></tr>
<tr><td>Vias in the first global route</td><td>2768</td></tr>
<tr><td>Overall global routing resource usage</td><td>0.2191</td></tr>
<tr><td>Pin count of the biggest net entering global routing</td><td>19</td></tr>
<tr><th colspan="2">Synth</th></tr>
<tr><td>Number of library cell types mapped by synthesis</td><td>46</td></tr>
<tr><td>Primary flip-flop cell chosen by synthesis mapping</td><td>sky130_fd_sc_hd__dfxtp_1</td></tr>
<tr><td>Count of warnings emitted by yosys</td><td>2</td></tr>
<tr><td>Register area share after synthesis</td><td>0.4857</td></tr>
<tr><td>Number of enable flip-flop cells</td><td>16</td></tr>
<tr><td>Netlist area before placement</td><td>3669 µm²</td></tr>
<tr><td>Area figure in the yosys stat output</td><td>3669 µm²</td></tr>
<tr><td>Post-synthesis sequential element count</td><td>81</td></tr>
<tr><td>Async set or reset register ratio after synthesis</td><td>0</td></tr>
<tr><td>Post-synthesis cell count</td><td>370</td></tr>
<tr><td>Avg Cell Area, Syn</td><td>9.915 µm²</td></tr>
<tr><td>Number of cell instances after yosys synthesis</td><td>370</td></tr>
<tr><th colspan="2">Floorplanning</th></tr>
<tr><td>Number of rows created at floorplan</td><td>30</td></tr>
<tr><td>Total core area</td><td>6944 µm²</td></tr>
<tr><td>Floorplan die area</td><td>7683 µm²</td></tr>
<tr><td>Effective utilization at floorplan</td><td>0.5283</td></tr>
<tr><td>Die Y-Extent</td><td>87.66 µm</td></tr>
<tr><td>Boundary pin count</td><td>45</td></tr>
<tr><td>Die W</td><td>87.66 µm</td></tr>
<tr><th colspan="2">Worst hold path</th></tr>
<tr><td>Class of the tightest hold or removal check</td><td>flip-flop to flip-flop</td></tr>
<tr><th colspan="2">Job</th></tr>
<tr><td>Max cap viols</td><td>0</td></tr>
<tr><td>Tally of OpenROAD warnings</td><td>96</td></tr>
<tr><th colspan="2">Clock tree</th></tr>
<tr><td>Clock network latency to the later pin of the worst-skew pair</td><td>0.38 ns</td></tr>
<tr><td>CTS clock-pin slew for the worst setup and hold paths</td><td>0.03 ns</td></tr>
<tr><td>CTS H-tree depth</td><td>3</td></tr>
<tr><td>Buffer depth of the longest clock path</td><td>2</td></tr>
<tr><td>Number of buffers inserted during clock tree synthesis</td><td>9</td></tr>
<tr><td>Root Driver</td><td>sky130_fd_sc_hd__clkbuf_8</td></tr>
<tr><td>Clock tree from TritonCTS</td><td>done</td></tr>
<tr><th colspan="2">Outcome</th></tr>
<tr><td>Status</td><td>finished with violations</td></tr>
<tr><td>Violations in the final reports</td><td>negative setup slack</td></tr>
<tr><th colspan="2">Cells and area</th></tr>
<tr><td>Fin cells</td><td>593</td></tr>
<tr><td>Top logic cell by instance count in the layout</td><td>sky130_fd_sc_hd__dfxtp_1</td></tr>
<tr><td>Fraction of final layout cells sized beyond drive strength 1</td><td>0.2515</td></tr>
<tr><td>Dominant logic cell types in the final layout</td><td>sky130_fd_sc_hd__dfxtp_1 (62), sky130_fd_sc_hd__inv_1 (55), sky130_fd_sc_hd__nor2_1 (37), sky130_fd_sc_hd__buf_4 (35), sky130_fd_sc_hd__nand3_1 (21)</td></tr>
<tr><td>Synthesis-to-finish area growth</td><td>34.82%</td></tr>
<tr><th colspan="2">Placed design</th></tr>
<tr><td>Estimated wirelength of the detail-placed design</td><td>5163 µm</td></tr>
<tr><td>Pre-CTS setup slack</td><td>-0.3674 ns</td></tr>
<tr><td>Weighted congestion at the end of routability-driven global placement</td><td>0.8553</td></tr>
<tr><td>Port Buffers</td><td>33</td></tr>
<tr><td>Number of cells after detailed placement</td><td>514</td></tr>
</table>
-- what timing repair did --
action	in CTS	in global routing
hold buffers	0	0
cloned	1	0
setup endpoints to repair	26	22
gates resized	113	7
setup buffers	17	3
pin swaps	5	3
-- metal layers --
metal,up-vias,track usage,share of wire
met1,1410,0.3605,0.51
met4,0,0.04024,0.0064
li1,1536,-,-
met3,6,0.06107,0.055
met5,-,0,0
met2,71,0.3054,0.43
-- synth_stat cells (all sizes together), types with 2 or more instances --
library cell | number | area share
nor3 | 7 | 0.0095
a21oi | 18 | 0.025
edfxtp | 16 | 0.13
buf | 15 | 0.029
o21ai | 15 | 0.021
or3 | 12 | 0.020
ha | 12 | 0.041
and2 | 5 | 0.0085
a31oi | 2 | 0.0075
or4 | 9 | 0.019
mux2i | 7 | 0.019
and4 | 3 | 0.0072
nand2 | 21 | 0.021
nor2b | 3 | 0.0051
nand4 | 9 | 0.015
nand3 | 21 | 0.029
o211ai | 2 | 0.0041
nor4b | 2 | 0.0048
inv | 14 | 0.014
mux2 | 14 | 0.043
dfxtp | 65 | 0.35
o31ai | 5 | 0.010
clkbuf | 8 | 0.0082
xor2 | 20 | 0.048
and3 | 6 | 0.010
xnor2 | 10 | 0.024
nor2 | 37 | 0.038
-- cell families after synthesis --
kind of cell	after synthesis	share of synthesized area
buffers and inverters	37	0.05150
AND-OR/OR-AND	48	0.08766
XOR/XNOR	30	0.07162
adder cells (fa/ha/maj)	12	0.04093
AND/OR/NAND/NOR	140	0.1995
other	1	0.001022
multiplexers	21	0.06207
flip-flops	81	0.4857
-- per-stage QoR --
stage / cell area [µm²] / hold slack [ns] / util / total power [mW]
2_1_floorplan: 3719 / 0.3314 / - / 1.308
3_3_place_gp: 4303 / 0.3338 / 0.6196 / 1.465
3_5_place_dp: 4303 / 0.3360 / 0.6196 / 1.473
4_1_cts: 4917 / 0.3482 / 0.7081 / 2.437
5_1_grt: 4946 / 0.3899 / 0.7123 / 2.597
6_report: 4946 / 0.3486 / 0.7123 / 2.424
-- path summary, 6_finish.rpt --
path | depth (start not counted) | from | to
worst max-delay path | 4 | VIDEO_H[0] | SRAM_Addr[6]
worst min-delay path | 0 | SSI | SSI2
worst max register to register | 4 | VIDEO_H[0] | SRAM_D[1]
worst min register to register | 0 | SSI | SSI2
-- layout make-up --
cell class                 count  area, µm²
timing repair buffer          88      772.0
fill                         482       1998
sequential                    81       1788
inverter                      13      52.55
clock buffer                  10      148.9
clock inverter                51      240.2
multi-input combinational    254       1824
tap                           96      120.1
-- state kept, by name (all words and copies together) (netlist names), 8 cells and up --
name and count:
RD_REG 8, VGA_V 10, SRAM_D 8, VIDEO_V 9, VGA_H 10, VIDEO_H 10, temp2_c 10, temp_c 9
-- power by group through the flow --
stage / combinational [mW] / sequential (mW) / clock (mW)
CTS: 0.527 / 0.957 / 0.953
global route: 0.599 / 0.968 / 1.03
finish: 0.545 / 0.956 / 0.924
Power is estimated from default activity; no workload was simulated.
